<file path="/design/flow/run.sh">
#!/bin/bash
# OpenROAD 26Q1-2900-gdf79404cd8, Yosys 0.63+post, stock flow scripts
make -C /OpenROAD-flow-scripts/flow DESIGN_CONFIG=/design/flow/config.mk WORK_HOME=/design/flow/orfs finish
</file>
<file path="/design/flow/config.mk">
export PLATFORM = sky130hd
export DESIGN_NAME = ram
export DESIGN_NICKNAME = ram
export VERILOG_FILES = /design/flow/design.v
export SDC_FILE = /design/flow/constraint.sdc
export NUM_CORES = 4
export LEC_CHECK = 1
export CORE_UTILIZATION = 50
</file>
<file path="/design/flow/constraint.sdc">
current_design ram

set clk_period 76.3
set clk_io_pct 0.2

create_clock -name clk0 -period $clk_period [get_ports {clk}]

set non_clock_inputs [all_inputs -no_clocks]
set_input_delay [expr $clk_period * $clk_io_pct] -clock clk0 $non_clock_inputs
set_output_delay [expr $clk_period * $clk_io_pct] -clock clk0 [all_outputs]
</file>
<file path="/design/flow/design.v">
module ram 
(
    input wire [7:0] W,
    input wire [7:0] H,
    input wire [9:0] STARTROW,
    input wire [9:0] STARTCOL,
    input wire clk,
    input wire [7:0] state,
    input wire rx_valid,
    input wire display_valid,         
    input wire [11:0] rx_data,
    input wire [9:0]  x_addr,
    input wire [9:0]  y_addr,
    input wire image_ready2accept,    
    output wire [11:0] pixel_data,    
    output wire [7:0] pixel_count,   
    output reg image_complete,        
    output reg image_receiving,       
    output reg image_reading,         
    output reg        spram_wr_req, 
    output reg [15:0] pix_cnt,       
    input wire        spram_rd_sig,   
    output reg        spram_rd_req,
    output reg        spram_rd_flag,  
    output reg [7:0]  spram_rd_row,   
    output reg [7:0]  buffer_cnt,     
    input wire [11:0] spram_rd_data,
    output reg [15:0] spram_addr,
    output reg [11:0] spram_wr_data,
    output reg        spram_wre,       
    output reg        spram_ce        
);
    reg [11:0] pix_buffer[0:199];      
    reg [11:0] tmp_spram_wr_data;      
    reg receiving_update_flag = 0;
    initial begin
        pix_cnt         = 0;
        image_receiving = 0;
        image_complete  = 0;
        image_reading   = 0;
        spram_wr_req    = 0;
        tmp_spram_wr_data = 12'h000;
        spram_addr        = 14'h0000;
        spram_wr_data     = 12'h000;
        spram_wre         = 0;
        spram_rd_flag     = 0;
        buffer_cnt        = 0;
        spram_rd_row      = 0; 
    end
    always @(negedge clk) begin
        case (state)
            8'h01: begin
                receiving_update_flag <= 0;
                image_complete  <= 0;
                image_reading   <= 0;
                spram_rd_flag   <= 0;
                spram_rd_req    <= 0;
                pix_cnt         <= 0;
                buffer_cnt      <= 0;
                spram_wr_req    <= 0;
                spram_wr_data   <= 0;
                spram_wre       <= 0;
                spram_ce        <= 1; 
                spram_addr      <= 0;
            end
            8'h02: begin
                if (!image_receiving && !image_complete && image_ready2accept) begin      
                    receiving_update_flag <= 1;
                    pix_cnt         <= 0;
                end
                else if (image_receiving && !image_complete) begin  
                    if (rx_valid) begin  
                        tmp_spram_wr_data <= rx_data;
                        spram_wr_req      <= 1;
                        spram_wre         <= 1;
                    end
                    else if (spram_wr_req) begin
                        spram_wr_data <= tmp_spram_wr_data;
                        spram_addr    <= pix_cnt;
                        spram_wr_req  <= 0;
                        pix_cnt <= pix_cnt + 1;
                        if (pix_cnt == W*H - 1) begin
                            receiving_update_flag <= 0;
                            image_complete  <= 1;
                            pix_cnt         <= 0;
                        end
                    end
                end
                else if (!image_receiving && image_complete) begin  
                end
            end
            8'h03: begin
                if (spram_rd_sig && !spram_rd_req) begin  
                    image_reading <= 1;
                    spram_rd_req  <= 1;
                    spram_rd_flag <= 0;
                    buffer_cnt    <= 0;
                    spram_wre     <= 0;
                end
                else if (spram_rd_req) begin
                    if (!spram_rd_flag) begin
                        spram_rd_flag <= 1;
                        spram_addr    <= pix_cnt;
                        pix_cnt       <= pix_cnt + 1;
                    end
                    else begin
                        pix_buffer[buffer_cnt] <= spram_rd_data;
                        buffer_cnt <= buffer_cnt + 1;
                        spram_rd_flag          <= 0;
                        if (buffer_cnt == W - 1) begin
                            image_reading <= 0;
                            spram_rd_req  <= 0;
                            buffer_cnt    <= 0;
                            if (pix_cnt == W*H) begin
                                pix_cnt <= 0;
                            end
                        end
                    end
                end
            end
        endcase
    end
    always @(posedge clk) begin
        if (receiving_update_flag)
            image_receiving <= 1;
        else if (!receiving_update_flag)
            image_receiving <= 0;
    end
    assign pixel_count = display_valid ? x_addr - STARTCOL : 0;
    assign pixel_data  = display_valid ? pix_buffer[pixel_count] : 0;
endmodule
</file>
==> results.yml <==
# yosys + openroad results
run_status:
  status: "finished, final reports clean"
grt:
  grt-ovfl-total: 0
  grtUsageTotal: 0.337
  grt_max_degree: 128
  antenna_found_initial: 3
  grt_pass1_vias: 73000
  grt_pass1_wl_um: 442000
detailed_routing:
  vias_per_cell: 5.63
  num_vias: 65800
  drt_pass1_iterations: 6
  wire_per_inst_um: 26.0
  dr.first_iter.drc_count: 3968
  drc: 0
  wirelength_um: 304000
  ant_nets: 0
floorplanning:
  die_area_um2: 206000
  dieHeight_um: 454
  io_pins: 181
  chipWidth_um: 454
  rows: 165
  core_um2: 203000
  initCoreUtil: 0.504
yosys:
  yosysChipArea_um2: 102000
  yosysWarningCount: 1
  ys_types: 97
  ys_cells: 5914
  ys_ff: 2472
  syn_inst: 5914
  syn_avg_cell_area_um2: 17.3
  yosys.stat.seqShare: 0.727
  synth-edff-count: 2471
  flop_cell: "edfxtp_1"
  ys_async_sr_fraction: 0
  syn_area_um2: 102000
power:
  p_leak_nw: 51.8
  pwr_density_cell_nw_per_um2: 29.5
  peakVddDrop_uv: 27.5
  total_power_w: 0.00372
setup_path:
  path_cells: "clkdlybuf4s50_1 > nand2_1 > fa_1 > fa_1 > inv_1 > fa_1 > inv_1 > fa_1 > inv_1 > ha_1 > a21o_1 > a2111oi_0 > o22a_1 > nor2_1 > nor4b_1 > nand4_1 > a32oi_1 > buf_4 > nor3_1"
  cpMaxStageDelayCell: "clkdlybuf4s50_1"
  end_kind: "flop"
  path_common_cell: "fa_1"
  max_stage_delay_ns: 0.85
  cp.arrival_ns: 21.20
  startpoint_type: "input pin"
  path_class: "input pin to flop"
  cp.required_ns: 38.78
  cp_max_fo: 16
timing:
  tns_ns: 0
  holdWs_ns: 0.496
  setup_viol: 0
  grt_setup_unrepaired: "no"
  final-hold-violation-count: 0
  tightest_slew_ns: 1.02
  relSlewSlack: 0.318
  finalMaxSlewViolations: 0
  fin_skew_ns: 0.0553
placement:
  portBuffers: 147
  place_area_um2: 108000
  dp_hpwl_um: 182000
  globalplace.congestion: 0.966
clocking:
  ctsResizeCount: 0
  clk_latency_ns: 0.93
  h-tree-depth: 5
  cts_tree: "yes"
  cts_root_buf: "clkbuf_16"
  cts_made_buffers: 286
  cts.hold.buffers_added: 0
  numClockSinks: 2472
  clockBufferDepth: 4
  post-cts-setup-buffer-count: 0
  clkTransAtPathRegs_ns: 0.04
run:
  maxCapViolations: 0
  tool_warnings: 1062
layout:
  lay_top_count: "inv_1"
  area_delta_synth_final_pct: 23.6
  postLayoutCellArea_um2: 126000
  lay_top_cells: "inv_1 (2727), edfxtp_1 (2471), nand2_1 (424), buf_4 (382), mux4_2 (352)"
  drive_gt1_frac: 0.133
worst_hold_path:
  min_path_type: "flop to flop"
[area by class of cell]
cell class,instances,area (um2)
fillers,14400,76300
flip-flops and latches,2472,74200
diodes,4,10.0
well taps,2672,3340
multi-input cells,2876,25400
clock buffers,292,7310
repair buffers,535,4470
clock inverters,2646,10700
inverters,181,723
[per-stage QoR]
stage | util | setup slack [ns] | std cells
4_1_cts | 0.623 | 17.70 | 11700
5_1_grt | 0.623 | 17.33 | 11700
3_5_place_dp | 0.534 | 16.81 | 8737
3_3_place_gp | 0.534 | 16.75 | 8737
6_report | 0.623 | 17.58 | 11700
2_1_floorplan | - | 17.38 | 5921
[layer usage]
| layer | GRT usage | vias to the layer above | part of all wire |
|---|---|---|---|
| met5 | 0.0154 | - | 0.00084 |
| met4 | 0.149 | 10 | 0.038 |
| met3 | 0.279 | 579 | 0.17 |
| met2 | 0.445 | 3884 | 0.46 |
| met1 | 0.414 | 31900 | 0.33 |
| li1 | - | 29400 | - |
[cells by family after synthesis]
| kind of cell | count (synthesis) | share of synthesized area |
|---|---|---|
| buffers and inverters | 573 | 0.0259 |
| flip-flops | 2472 | 0.727 |
| XOR/XNOR | 82 | 0.00711 |
| other | 2 | 0.0000735 |
| adder cells (fa/ha/maj) | 168 | 0.0262 |
| AND/OR/NAND/NOR | 1147 | 0.0506 |
| multiplexers | 590 | 0.101 |
| AND-OR/OR-AND | 880 | 0.0618 |
[critical path, delay by kind of cell]
family / cells / cell delay, ns
adders and majority gates: 5 / 2.42
and+or+nand+nor: 5 / 0.92
AOI/OAI and AO/OA: 4 / 1.33
buffers and inverters: 5 / 1.26
[synth_stat cells (15+ instances only)]
master,count,area [um2]
a211oi_1,26,195
a21oi_1,146,731
a221oi_1,179,1570
a22oi_1,33,248
a311oi_1,18,158
a31oi_1,71,444
and2_1,51,319
and3_1,61,382
buf_1,33,124
buf_2,98,490
buf_4,66,495
buf_6,15,169
clkbuf_1,177,664
edfxtp_1,2471,74200
fa_1,77,1540
ha_1,91,1140
inv_1,175,657
mux2_2,18,203
mux2i_1,216,2160
mux4_2,352,7930
nand2_1,425,1600
nand3_1,121,606
nand4_1,22,138
nor2_1,303,1140
nor3_1,83,415
o2111ai_1,20,175
o211ai_1,34,255
o21ai_0,106,531
o221ai_1,42,368
o22ai_1,41,257
o311ai_0,15,131
o31ai_1,30,225
or3_1,15,93.8
xnor2_1,46,403
xor2_1,35,307
[power by group]
group / leakage (nW) / internal (W) / switching [W]
Sequential: 22.1 / 0.00151 / 0.000000179
Combinational: 12.1 / 0.000150 / 0.000291
Clock: 17.6 / 0.000945 / 0.000832
Total: 51.8 / 0.00260 / 0.00112
[state kept, by name, indices dropped and copies added (netlist names)]
signal / cells
image_receiving: 1
spram_rd_req: 1
receiving_update_flag: 1
pix_buffer: 2400
tmp_spram_wr_data: 12
image_reading: 1
spram_wre: 1
spram_rd_flag: 1
buffer_cnt: 8
image_complete: 1
spram_wr_data: 12
pix_cnt: 16
spram_addr: 16
spram_wr_req: 1
[final timing paths]
check,startpoint,end,slack [ns],cells after the start
max,W[5],pix_cnt[10]$_DFFE_NP_,17.58,19
min,tmp_spram_wr_data[3]$_DFFE_NP_,spram_wr_data[3]$_SDFFCE_NN0P_,0.50,1
max reg2reg,image_receiving$_DFF_P_,pix_cnt[11]$_DFFE_NP_,35.64,9
min reg2reg,tmp_spram_wr_data[3]$_DFFE_NP_,spram_wr_data[3]$_SDFFCE_NN0P_,0.50,1
No activity file was given, so power comes from the tool's default toggle rates.
