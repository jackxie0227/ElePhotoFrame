--- flow/run.sh ---
#!/bin/bash
# OpenROAD 26Q1-2900-gdf79404cd8, Yosys 0.63+post, stock flow scripts
make -C /OpenROAD-flow-scripts/flow DESIGN_CONFIG=/design/flow/config.mk WORK_HOME=/design/flow/orfs finish
--- flow/design.v ---
module vga
(
    input wire [7:0] W,
    input wire [7:0] H,
    input wire [9:0] STARTROW,
    input wire [9:0] STARTCOL,
    input  wire        clk,            
    input  wire [7:0]  state,          
    output reg         spram_rd_sig,   
    output wire [11:0]  xpos,           
    output wire [11:0]  ypos,           
    output reg  [11:0] x_counter,
    output reg  [11:0] y_counter,
    output wire        VGA_HS,         
    output wire        VGA_VS          
);
    localparam H_TOTAL  = 1040;      
    localparam H_SYNC   = 120;       
    localparam H_BACK   = 64;        
    localparam H_DISP   = 800;       
    localparam H_FRONT  = 56;        
    localparam V_TOTAL  = 660;       
    localparam V_SYNC   = 6;         
    localparam V_BACK   = 23;        
    localparam V_DISP   = 600;       
    localparam V_FRONT  = 37;        
    localparam H_START  = H_SYNC + H_BACK;          
    localparam H_END    = H_START + H_DISP;         
    localparam V_START  = V_SYNC + V_BACK;          
    localparam V_END    = V_START + V_DISP;         
    initial begin
        x_counter = 12'd0;
        y_counter = 12'd0;
        spram_rd_sig = 0;
    end
    always @(posedge clk) begin
        if (state == 8'h01 || state == 8'h02) begin  
            x_counter <= 12'd0;
            y_counter <= 12'd0;
        end
        else if (state == 8'h03) begin
            if (x_counter == H_TOTAL - 1) begin
                x_counter <= 12'd0;  
                if (y_counter == V_TOTAL - 1) begin
                    y_counter <= 12'd0;  
                end
                else begin
                    y_counter <= y_counter + 1'b1;  
                end
            end
            else begin
                x_counter <= x_counter + 1'b1;  
            end
        end
    end
    always @(posedge clk) begin
        if (xpos == H_DISP 
        && ypos >= STARTROW - 1 && ypos < STARTROW + H - 1) begin
            spram_rd_sig <= 1;
        end
        else begin
            spram_rd_sig <= 0;
        end
    end
    assign VGA_HS = ~(x_counter < H_SYNC);      
    assign VGA_VS = ~(y_counter < V_SYNC);      
    assign xpos = x_counter - H_START;          
    assign ypos = y_counter - V_START;          
endmodule
--- flow/config.mk ---
export PLATFORM = sky130hd
export DESIGN_NAME = vga
export DESIGN_NICKNAME = vga
export VERILOG_FILES = /design/flow/design.v
export SDC_FILE = /design/flow/constraint.sdc
export NUM_CORES = 4
export LEC_CHECK = 1
export CORE_UTILIZATION = 30
--- flow/constraint.sdc ---
current_design vga

set clk_period 5.8
set clk_io_pct 0.2

create_clock -name clk0 -period $clk_period [get_ports {clk}]

set non_clock_inputs [all_inputs -no_clocks]
set_input_delay [expr $clk_period * $clk_io_pct] -clock clk0 $non_clock_inputs
set_output_delay [expr $clk_period * $clk_io_pct] -clock clk0 [all_outputs]
==> impl_table.tex <==
% Synthesis and place-and-route results
\begin{tabular}{lr}
\hline
Metric & Value \\
\hline
\multicolumn{2}{l}{\textbf{Run status}} \\
\quad Outcome & finished clean \\
\multicolumn{2}{l}{\textbf{Timing}} \\
\quad Max frequency & 233 MHz \\
\quad Sum of negative setup slack & 0 ps \\
\quad Worst-margin pin slew & 855 ps \\
\quad Relative slew slack & $\sim$43\% \\
\quad Min Clock Period, post-route & approximately 4300 ps \\
\quad Worst setup skew after layout & 6.73 ps \\
\quad Setup ws final & roughly 1500 ps \\
\quad Final period util & about three quarters \\
\quad Number of pins exceeding their max-slew limit in the final report & 0 \\
\quad Unrepaired setup endpoints after global routing & false \\
\quad Count of endpoints failing setup in the final report & 0 \\
\quad Final Hold Fails & 0 \\
\multicolumn{2}{l}{\textbf{Critical path}} \\
\quad Critical path data arrival time & 4470 ps \\
\quad Cell count of the worst reg-to-reg path & 12 \\
\quad Origin of the worst setup path & STARTROW[1] \\
\quad WS Path Type & in -> reg \\
\quad Crit Path Max Fanout & 2 \\
\quad Worst Setup End Kind & flop \\
\quad Required time of the worst setup path & between 5000 and 6000 ps \\
\quad Reg-to-Reg Start & y\_counter[0] \\
\quad Critical path launch point type & input port \\
\multicolumn{2}{l}{\textbf{Die}} \\
\quad Starting density of the core & a little under a third \\
\quad Area of the chip & approximately 10000 µm² \\
\quad Height of the die & a little over 100 µm \\
\quad Area of the placeable core & 9680 µm² \\
\quad I/O pin cnt & approximately 96 \\
\quad Die X-Extent & 102 µm \\
\quad Row Count & 36 \\
\multicolumn{2}{l}{\textbf{Yosys}} \\
\quad Area fraction in and, or, nand and nor cells after synthesis & between 20\% and 30\% \\
\quad Fraction of the yosys area taken by sequential cells & between 10\% and 20\% \\
\quad Compound-gate portion of the synthesized area & approximately an eighth \\
\quad Top FF cell, synth & dfxtp\_1 \\
\quad Flop and latch count out of synthesis & 25 \\
\quad Count of mapped cells out of synthesis & 373 \\
\quad Post-synthesis xor/xnor area fraction & approximately 14\% \\
\quad Largest family of logic cells by area & simple AND/OR/NAND/NOR gates \\
\quad Post-Syn Area per Cell & 7.99 µm² \\
\quad Number of cells in Yosys stat & about 370 \\
\quad Total standard cell area after synthesis & slightly below 3000 µm² \\
\quad Number of synthesis warnings & 1 \\
\quad Mux share & less than 1\% \\
\quad Count of library flops with an enable pin & 0 \\
\quad Adder-cell share of the synthesized area & approximately a fifth \\
\quad Area figure in the yosys stat output & roughly 3000 µm² \\
\quad Number of library cell types mapped by synthesis & 54 \\
\quad Ys async rst share & 0\% \\
\multicolumn{2}{l}{\textbf{Route}} \\
\quad Detailed-router iteration count before antenna repair & 4 \\
\quad Ant. Diodes & 0 \\
\quad Detailed-route DRC error count & 0 \\
\quad Post-DR vias/cell & 4.70 \\
\quad Routed length per instance & roughly 12 µm \\
\quad DR iter-0 viols & $\sim$110 \\
\quad Final Routed Wirelength & around 7.1 mm \\
\quad Antenna viol nets, final & 0 \\
\quad DR vias & 2676 \\
\multicolumn{2}{l}{\textbf{Run}} \\
\quad Reported max-cap violation count & 0 \\
\quad OpenROAD warning count & 46 \\
\multicolumn{2}{l}{\textbf{Final layout}} \\
\quad Final standard cell count with taps included and fillers excluded & between 500 and 600 \\
\quad Most frequent logic cell in the layout & clkdlybuf4s50\_1 \\
\quad Ratio of cells with drive above 1 in the final layout & approximately 6.4\% \\
\quad Most frequent cells in the layout & clkdlybuf4s50\_1, ha\_1, inv\_1, dfxtp\_1 \\
\quad Syn-to-layout area delta & 29.2\% \\
\multicolumn{2}{l}{\textbf{Placed design}} \\
\quad HPWL reported at the end of detailed placement & between 5 and 6 mm \\
\quad Cells after DPL & between 500 and 600 \\
\quad Number of port buffers & between 70 and 80 \\
\quad Worst setup timing slack at the placement stage & about 1200 ps \\
\quad Final estimated routing congestion in global placement & 0.845 \\
\multicolumn{2}{l}{\textbf{GRT}} \\
\quad Wire length of the first global-routing pass & 11.7 mm \\
\quad Via count of the first global-routing pass & 2536 \\
\quad Total grt overflow & 0 \\
\quad Pin count of the biggest net entering global routing & 14 \\
\quad Antenna violations before repair & 0 \\
\quad Total Routing Usage GR & between 10\% and 20\% \\
\multicolumn{2}{l}{\textbf{Clock network}} \\
\quad Sink Count & 25 \\
\quad \# H-tree levels & 1 \\
\quad Post-CTS Setup Repair Bufs & 0 \\
\quad Post-cts sizing count & 0 \\
\quad CTS tree & done \\
\quad Clock-pin slew of the registers on the worst-case setup and hold paths & about 80 ps \\
\quad Buffer type at the clock tree root & clkbuf\_8 \\
\quad Clk buf depth & 2 \\
\quad Clock latency on the worst-skew pair & around 270 ps \\
\quad Number of buffers inserted during clock tree synthesis & 3 \\
\quad Hold\_buf cts & 0 \\
\multicolumn{2}{l}{\textbf{Pwr}} \\
\quad Total power of the final layout & around 0.00045 W \\
\quad Leakage power of the design & about 1.6 nW \\
\quad Power Dens Cells & between 100 and 150 nW/µm² \\
\quad Peak supply drop & approximately 0.092 mV \\
\multicolumn{2}{l}{\textbf{Min path}} \\
\quad Worst Hold Depth & 2 \\
\quad Hold Crit Start & y\_counter[11] \\
\quad Type of the tightest min-delay check & reg -> reg \\
\hline
\end{tabular}
==> worst paths after layout <==
check,endpoint,slack [ps]
worst max-delay path,spram_rd_sig,1500
worst min-delay path,y_counter[11],530
worst max register to register,spram_rd_sig,2840
worst min register to register,y_counter[11],530
==> state kept, by name (all words and copies together) (netlist names) <==
name	cells
spram_rd_sig	1
x_counter	12
y_counter	12
==> cells in the mapped netlist, types with 2 or more instances <==
cell type,count,area (µm²)
and2_1,2,12.5
o21a_1,2,15.0
nor2b_1,4,25.0
nor4_4,2,42.5
ha_1,47,588
o21bai_1,2,15.0
nand3_1,10,50.1
nand4_1,8,50.1
and3_1,4,25.0
or4_4,2,22.5
o21ai_0,19,95.1
nand2_1,22,82.6
nor3b_1,3,22.5
a21oi_1,15,75.1
nor2_2,10,62.6
xnor2_1,24,210
nor4_1,6,37.5
o211ai_1,2,15.0
a211oi_1,4,30.0
a211o_1,2,17.5
nand3b_1,3,22.5
nor2_1,24,90.1
a21o_1,2,15.0
inv_1,43,161
buf_2,2,10.0
nand2b_1,4,25.0
nor4b_1,2,17.5
nor3_1,12,60.1
dfxtp_1,25,500
buf_6,3,33.8
or3_1,7,43.8
xor2_1,24,210
buf_4,5,37.5
clkbuf_1,7,26.3
==> area by class of cell <==
class / count / area (µm²)
multi-input combinational: 287 / 2200
clock buffer: 4 / 45.0
timing repair buffer: 77 / 771
inverter: 43 / 161
sequential: 25 / 500
tap: 133 / 166
fill: 974 / 5840
==> worst max-delay path, stage by stage <==
cell and delay, ps:
clkdlybuf4s50_1 490, inv_1 60, ha_1 260, inv_1 30
ha_1 210, fa_1 400, a21oi_1 210, o22ai_1 120
nor2_1 120, xor2_1 170, ha_1 260, a21oi_1 130
o21ai_0 80, a211o_1 290, o2111ai_1 110, a21oi_1 100
nor4_1 260
==> cells by family (layout without fill, tap and decap cells) <==
family          count (synthesis)  after routing
simple gates                  135            135
buf+inv                        61            124
compound gates                 55             55
fa+ha+maj                      48             48
xor+xnor                       48             48
flops                          25             25
mux                             1              1
==> power breakdown <==
part	internal, W	total [W]	switching (W)
combinational	0.0000873	0.000167	0.0000794
sequential	0.000174	0.000180	0.00000519
clock	0.0000491	0.000104	0.0000550
==> per-stage QoR <==
| step | hold WS, ps | utilization (%) | instance area, µm² |
|---|---|---|---|
| final | 533 | 39.7 | 3850 |
| after detailed placement | 522 | 39.3 | 3800 |
| after global routing | 581 | 39.7 | 3850 |
| after CTS | 542 | 39.7 | 3850 |
| after floorplan | 469 | - | 2980 |
| after global placement | 514 | 39.3 | 3800 |
==> layer usage <==
| metal | wire length, µm | vias up | GRT usage (%) |
|---|---|---|---|
| met4 | 27 | 0 | 0.780 |
| met3 | 310 | 2 | 1.12 |
| met1 | 3540 | 1202 | 20.7 |
| met5 | 0 | - | 0 |
| met2 | 3200 | 60 | 24.0 |
| li1 | - | 1412 | - |
Power and IR drop assume default switching activity.
