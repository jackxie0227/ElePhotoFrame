`design/flow/design.v`:
```
module seg (
    input wire [23:0] i_data,     
    input wire i_rst_n,           
    input wire i_clk,             
    output reg [7:0] SEG,         
    output reg [5:0] DIG          
);
localparam SCAN_DIG0 = 3'd0;   
localparam SCAN_DIG1 = 3'd1;   
localparam SCAN_DIG2 = 3'd2;   
localparam SCAN_DIG3 = 3'd3;   
localparam SCAN_DIG4 = 3'd4;   
localparam SCAN_DIG5 = 3'd5;   
reg [2:0] current_state;       
reg [2:0] next_state;          
reg [7:0] segment_data;        
always @(posedge i_clk or negedge i_rst_n) begin
    if (!i_rst_n)
        current_state <= SCAN_DIG0;
    else
        current_state <= next_state;
end
always @(*) begin
    case (current_state)
        SCAN_DIG0: next_state = SCAN_DIG1;
        SCAN_DIG1: next_state = SCAN_DIG2;
        SCAN_DIG2: next_state = SCAN_DIG3;
        SCAN_DIG3: next_state = SCAN_DIG4;
        SCAN_DIG4: next_state = SCAN_DIG5;
        SCAN_DIG5: next_state = SCAN_DIG0;
        default:   next_state = SCAN_DIG0;
    endcase
end
always @(posedge i_clk or negedge i_rst_n) begin
    if (!i_rst_n) begin
        DIG <= 6'b000000;   
    end else begin
        case (current_state)
            SCAN_DIG0: DIG <= 6'b100000;   
            SCAN_DIG1: DIG <= 6'b010000;   
            SCAN_DIG2: DIG <= 6'b000010;   
            SCAN_DIG3: DIG <= 6'b000001;   
            SCAN_DIG4: DIG <= 6'b001000;   
            SCAN_DIG5: DIG <= 6'b000100;   
            default:   DIG <= 6'b000000;   
        endcase
    end
end
function [7:0] hex_to_segment;
    input [3:0] hex_digit;
    begin
        case (hex_digit)
            4'h0: hex_to_segment = ~8'b11000000;   
            4'h1: hex_to_segment = ~8'b11111001;   
            4'h2: hex_to_segment = ~8'b10100100;   
            4'h3: hex_to_segment = ~8'b10110000;   
            4'h4: hex_to_segment = ~8'b10011001;   
            4'h5: hex_to_segment = ~8'b10010010;   
            4'h6: hex_to_segment = ~8'b10000010;   
            4'h7: hex_to_segment = ~8'b11111000;   
            4'h8: hex_to_segment = ~8'b10000000;   
            4'h9: hex_to_segment = ~8'b10010000;   
            4'ha: hex_to_segment = ~8'b10001000;   
            4'hb: hex_to_segment = ~8'b10000011;   
            4'hc: hex_to_segment = ~8'b11000110;   
            4'hd: hex_to_segment = ~8'b10100001;   
            4'he: hex_to_segment = ~8'b10000110;   
            4'hf: hex_to_segment = ~8'b10001110;   
            default: hex_to_segment = ~8'b11000000;   
        endcase
    end
endfunction
always @(posedge i_clk or negedge i_rst_n) begin
    if (!i_rst_n) begin
        SEG <= 8'b00000000;   
    end else begin
        case (current_state)
            SCAN_DIG0: SEG <= hex_to_segment(i_data[3:0]);      
            SCAN_DIG1: SEG <= hex_to_segment(i_data[7:4]);      
            SCAN_DIG2: SEG <= hex_to_segment(i_data[11:8]);     
            SCAN_DIG3: SEG <= hex_to_segment(i_data[15:12]);    
            SCAN_DIG4: SEG <= hex_to_segment(i_data[19:16]);    
            SCAN_DIG5: SEG <= hex_to_segment(i_data[23:20]);    
            default:   SEG <= 8'b00000000;                     
        endcase
    end
end
endmodule
```
`design/flow/constraint.sdc`:
```
current_design seg

set clk_period 1.7
set clk_io_pct 0.2

create_clock -name clk0 -period $clk_period [get_ports {i_clk}]

set non_clock_inputs [all_inputs -no_clocks]
set_input_delay [expr $clk_period * $clk_io_pct] -clock clk0 $non_clock_inputs
set_output_delay [expr $clk_period * $clk_io_pct] -clock clk0 [all_outputs]
```
`design/flow/run.sh`:
```
#!/bin/bash
# OpenROAD 26Q1-2900-gdf79404cd8, Yosys 0.63+post, stock flow scripts
make -C /OpenROAD-flow-scripts/flow DESIGN_CONFIG=/design/flow/config.mk WORK_HOME=/design/flow/orfs finish
```
`design/flow/config.mk`:
```
export PLATFORM = sky130hd
export DESIGN_NAME = seg
export DESIGN_NICKNAME = seg
export VERILOG_FILES = /design/flow/design.v
export SDC_FILE = /design/flow/constraint.sdc
export NUM_CORES = 4
export LEC_CHECK = 1
export CORE_UTILIZATION = 30
```
==> results_dict.tcl <==
# collected from the flow reports
set metrics [dict create \
    post_drt_wl_per_cell_um 12.2 \
    dr.pass1.iters 4 \
    port_buffers 38 \
    worstSetupPathType "in2reg" \
    end_kind "flop" \
    clock_path_buffers 2 \
    synthCells 244 \
    setup_viol 0 \
    ys_types 48 \
    fmax_ghz 0.598 \
    ios 40 \
    grt_pass1_wl_um 8940 \
    grt_pass1_vias 1954 \
    drv_cap 0 \
    num_vias 2102 \
    lay_top_count "buf_4" \
    period_needed_ns 1.67 \
    hold_viol 0 \
    numSynthFlops 19 \
    clkSlewWorstSetupHoldPaths_ns 0.06 \
    max-vdd-ir-drop_v 0.000202 \
    cts.sinks 19 \
    insertedDiodeCount 0 \
    worstPathMaxFanout 7 \
    worst_setup_path_start_kind "input pin" \
    finalNonFillerCells 442 \
    critPathRequiredTime_ns 1.87 \
    netlist_area_sq_mm 0.00218 \
    hpwl_um 4560 \
    initCoreUtil_pct 31.6 \
    reg2reg_depth 4 \
    area_delta_synth_final_pct 52.2 \
    warning_count 55 \
    final_cell_mix "77 x buf_4, 32 x ha_1, 21 x clkdlybuf4s50_1, 18 x dfrtp_1, 17 x inv_1" \
    place_inst 438 \
    p_per_area_mw_per_mm2 373 \
    initialDrtViolationCount 74 \
    drive_gt1_share_pct 35.8 \
    synth_area_leader_cell "dfrtp_1" \
    seq_area_frac_synth_pct 21.8 \
    ff_type "dfrtp_1" \
    syn_avg_cell_area_sq_um 8.95 \
    antenna_found_initial 0 \
    drc 0 \
    worstPathArrival_ns 1.85 \
    power_leakage_nw 1.63 \
    hold_class "in2async" \
    drtAntennaViolNets 0 \
    h-tree-depth 1 \
    grt_start_max_net_pins 12 \
    fp.dieW_um 87.3 \
    period_used_pct 98.4 \
    edf_count 0 \
    slew_violations 0 \
    cts_tree "done" \
    clock_latency_ns 0.25 \
    die_y_um 87.3 \
    clockRootBuffer "clkbuf_8" \
    timing.final.ws_setup_ns 0.0276 \
    viasPerCell 4.76 \
    synth_top_area_share_pct 20.6 \
    coreArea_sq_mm 0.00691 \
    wl_um 5380 \
    synth_chip_area_sq_mm 0.00218 \
    pre_cts_slack_ns -0.518 \
    status "finished, final reports clean" \
    async_flop_share_pct 100 \
    rows 30 \
    yosys_cells 244 \
    nFillCells 657 \
    skew_ns 0.00377 \
    place_congestion 0.939 \
    grt-ovfl-total 0 \
    cts_buffers 3 \
    track_usage_pct 15.0 \
    area_leaders "dfrtp_1 21%, ha_1 21%, inv_1 4.3%, mux2i_1 4.1%, mux2_2 4.1%" \
    ys_warn_count 1 \
    die_area_sq_mm 0.00762 \
]
-- stage by stage --
step | hold WS (ns) | utilization [%] | TNS [ns] | cell area [sq um] | total power, mW
2_1_floorplan | 0.0444 | - | 0 | 2180 | 0.680
5_1_grt | 0.415 | 48.1 | -0.00470 | 3320 | 1.32
3_3_place_gp | 0.440 | 46.0 | -2.84 | 3170 | 0.936
3_5_place_dp | 0.439 | 46.0 | -2.89 | 3170 | 0.940
6_report | 0.374 | 48.1 | 0 | 3320 | 1.24
4_1_cts | 0.384 | 47.6 | 0 | 3280 | 1.25
-- where the power goes --
| group | switching [mW] | internal [mW] | total, mW |
|---|---|---|---|
| registers | 0 | 0.452 | 0.452 |
| logic | 0.220 | 0.274 | 0.494 |
| clock network | 0.132 | 0.162 | 0.295 |
-- cell families after synthesis --
| family | Yosys count | share of synthesized area, % |
|---|---|---|
| other | 1 | 0.172 |
| XOR/XNOR | 1 | 0.401 |
| AND-OR/OR-AND | 61 | 20.1 |
| AND/OR/NAND/NOR | 58 | 13.6 |
| adder cells (fa/ha/maj) | 36 | 20.6 |
| flip-flops | 19 | 21.8 |
| buffers and inverters | 44 | 8.65 |
| multiplexers | 24 | 14.6 |
-- critical path, cell delays in order --
cell             delay [ns]
clkdlybuf4s50_1        0.51
buf_4                  0.17
mux2_2                 0.33
a221o_1                0.37
nand4_1                0.12
-- layer usage --
| metal | up-vias | part of all wire [%] | track usage [%] |
|---|---|---|---|
| li1 | 1083 | - | - |
| met1 | 957 | 50 | 23.4 |
| met2 | 55 | 44 | 23.9 |
| met3 | 7 | 4.4 | 0.769 |
| met4 | 0 | 1.4 | 1.79 |
| met5 | - | 0 | 0 |
-- final timing paths --
check,startpoint,end,slack [ns]
setup / recovery,i_data[11],SEG[6],0.03
setup reg to reg,current_state[3],SEG[3],0.25
hold / removal,i_rst_n,SEG[3],0.37
min in group clk0,current_state[0],current_state[3],0.45
max in group asynchronous,i_rst_n,SEG[6],0.90
hold reg to reg,current_state[0],current_state[3],0.45
-- flip-flops by register name (all words and copies together) (netlist names) --
| name | cells |
|---|---|
| DIG | 6 |
| current_state | 6 |
| SEG | 7 |
-- layout make-up --
type                       instances  area (sq um)  area share [%]
clock buffer                       3          41.3            1.24
clock inverter                     1          5.00           0.151
inverter                          27           101            3.05
multi-input combinational        181          1630            48.9
sequential                        19           477            14.3
tap                               96           120            3.61
timing repair buffer             115           953            28.7
-- cells in the mapped netlist, types with 2 or more instances --
cell and number:
a211oi_1 4, a21oi_1 6, a221o_1 2, a221oi_1 4
a2bb2oi_1 2, a31oi_1 3, a32oi_1 6, buf_2 7
buf_4 4, clkbuf_1 6, dfrtp_1 18, ha_1 36
inv_1 25, inv_2 2, mux2_1 2, mux2_2 8
mux2i_1 9, mux4_2 4, nand2_1 16, nand2b_1 4
nand3_1 4, nand4_1 3, nor2_1 7, nor2b_1 9
nor3_1 6, o2111ai_1 2, o211ai_1 5, o21ai_0 12
o22ai_1 5, o31ai_1 2, o32ai_1 2, or3_1 3
-- what timing repair did --
| action | CTS | global route |
|---|---|---|
| cloned | 0 | 0 |
| endpoints found under the hold margin | 0 | 0 |
| gates resized | 36 | 11 |
| hold buffers | 0 | 0 |
| buffers inserted | 0 | 0 |
| pin swaps | 16 | 4 |
| endpoints found under the setup margin | 7 | 7 |
Power and IR drop assume default switching activity.
